==> /design/flow/design.v <==
module IC #(     
    parameter ADDR_WIDTH = 32,
    parameter BLOCK_WIDTH = 1,
    parameter BLOCK_SIZE = 1 << BLOCK_WIDTH,
    parameter CACHE_WIDTH = 8,
    parameter CACHE_SIZE = 1 << CACHE_WIDTH,
    parameter BLOCK_NUM = 1 << CACHE_WIDTH,
    parameter WORK=1, PAUSE=0
)(      
    input wire clk_in,
    input wire rst_in,
    input wire rdy_in,
    input   wire    [32*BLOCK_SIZE-1:0] MC2IC_block,
    input   wire    MC2IC_en,
    output  reg     [ADDR_WIDTH-1:0]   IC2MC_addr,
    output  reg     IC2MC_en,
    input   wire    IF2IC_en,
    input   wire    [ADDR_WIDTH-1:0] IF2IC_addr,
    output  reg     IC2IF_en,
    output  reg     [31:0]IC2IF_data,
    input  wire     ROB2IC_pre_judge
);
reg IC_state;  
reg disgard;
reg block_valid[CACHE_SIZE-1:0];
reg [31:0] block_data[CACHE_SIZE-1:0][BLOCK_SIZE-1:0];
reg [ADDR_WIDTH - 1 : BLOCK_WIDTH + 2 + CACHE_WIDTH] block_tag[CACHE_SIZE-1:0];
wire [BLOCK_WIDTH - 1:0] IF2IC_block_offset;
wire [CACHE_WIDTH - 1:0] IF2IC_index;
wire [ADDR_WIDTH - 1:BLOCK_WIDTH + 2 + CACHE_WIDTH] IF2IC_tag;
wire [BLOCK_WIDTH - 1:0] IC2MC_block_offset;
wire [CACHE_WIDTH - 1:0] IC2MC_index;
wire [ADDR_WIDTH - 1:BLOCK_WIDTH + 2 + CACHE_WIDTH] IC2MC_tag;
assign IF2IC_block_offset   = IF2IC_addr[BLOCK_WIDTH+1:2];
assign IF2IC_index          = IF2IC_addr[BLOCK_WIDTH+2+CACHE_WIDTH-1:BLOCK_WIDTH+2];
assign IF2IC_tag            = IF2IC_addr[ADDR_WIDTH-1:BLOCK_WIDTH+2+CACHE_WIDTH];
assign IC2MC_block_offset   = MC2IC_block[BLOCK_WIDTH-1+2:2];
assign IC2MC_index          = MC2IC_block[BLOCK_WIDTH+2+CACHE_WIDTH-1:BLOCK_WIDTH+2];
assign IC2MC_tag            = MC2IC_block[ADDR_WIDTH-1:BLOCK_WIDTH+2+CACHE_WIDTH];
integer i;
always @(posedge clk_in) begin
    if (rst_in) begin
        for (i = 0; i < CACHE_SIZE; i = i + 1) begin
            block_valid[i] <= 0;
        end
        IC_state <= WORK;
        disgard <= 0;
        IC2MC_en <= 0;
        IC2IF_en <= 0;
    end else if (!ROB2IC_pre_judge) begin
        disgard <= IC_state == PAUSE ? 1 : 0;
        IC_state <= WORK;
        IC2MC_en <= 0;
        IC2IF_en <= 0;
    end else if (rdy_in) begin
        if (IC2IF_en) begin
            IC2IF_en <= 0;
        end else begin
            if (IF2IC_en && IC_state == WORK) begin
                if (block_valid[IF2IC_index] && block_tag[IF2IC_index] == IF2IC_tag) begin   
                    IC2IF_data <= block_data[IF2IC_index][IF2IC_block_offset];
                    IC2IF_en <= 1;
                end else begin       
                    IC_state <= PAUSE;
                    IC2IF_en <= 0;
                    IC2MC_addr <= IF2IC_addr - (IF2IC_block_offset<<2);
                    IC2MC_en <= 1;
                end
            end
            if (MC2IC_en) begin
                IC_state <= WORK;
                IC2MC_en <= 0;
                if (!disgard) begin
                    block_data[IC2MC_index][IC2MC_block_offset] <= MC2IC_block; 
                    block_tag[IC2MC_index] <= IC2MC_tag;
                    block_valid[IC2MC_index] <= 1;
                    IC2IF_en <= 1;
                    case (IF2IC_block_offset)
                        0: IC2IF_data <= MC2IC_block[31:0];
                        1: IC2IF_data <= MC2IC_block[63:32];
                    endcase
                end else begin
                    disgard <= 0;
                end
            end
        end
    end
end
endmodule
==> /design/flow/run.sh <==
#!/bin/bash
# OpenROAD 26Q1-2900-gdf79404cd8, Yosys 0.63+post, stock flow scripts
make -C /OpenROAD-flow-scripts/flow DESIGN_CONFIG=/design/flow/config.mk WORK_HOME=/design/flow/orfs finish
==> /design/flow/config.mk <==
export PLATFORM = sky130hd
export DESIGN_NAME = IC
export DESIGN_NICKNAME = IC
export VERILOG_FILES = /design/flow/design.v
export SDC_FILE = /design/flow/constraint.sdc
export NUM_CORES = 4
export LEC_CHECK = 1
export CORE_UTILIZATION = 50
export SYNTH_MEMORY_MAX_BITS = 65536
==> /design/flow/constraint.sdc <==
current_design IC

set clk_period 51.6
set clk_io_pct 0.2

create_clock -name clk0 -period $clk_period [get_ports {clk_in}]

set non_clock_inputs [all_inputs -no_clocks]
set_input_delay [expr $clk_period * $clk_io_pct] -clock clk0 $non_clock_inputs
set_output_delay [expr $clk_period * $clk_io_pct] -clock clk0 [all_outputs]
==> results_slide.txt <==
Flow Results at a Glance

Clock tree
  – Root buffer cell: clkbuf_16
  – Clk ins delay skew pair: about 1.4 ns
  – CTS H-tree depth: 8
  – Hold_buf cts: 0
  – TritonCTS clock tree: built
  – PostCTS Resize Cnt: 0
  – Clock transition at path regs: 0.06 ns
  – Clock sinks: approximately 22000
  – Num CTS Buffers: 2317
  – Setup repair bufs after CTS: 0
  – Max clock buf depth: 6

Power and ir drop
  – Total design power: approximately 37 mW
  – Maximum VDD drop: 0.0318 mV
  – Sw frac: between 20% and 30%
  – Switch Pwr: about 8 mW
  – Combinational Power Share: between 5 and 6%
  – Pint: 29.5 mW
  – Leak pwr: ~300 nW
  – PwrDens: 39.1 nW/um2
  – Share of power burned in the clock network: a little over two fifths
  – Sequential power share: between 50% and 60%

Die
  – Die width: 1300 um
  – Die area: between 1500000 and 2000000 um2
  – Core Region: 1690000 um2
  – Std cell rows: approximately 480
  – Initial Util: about half
  – Die H: 1300 um
  – Top Ports: 168

GRT
  – Grt met1 use: between 30% and 40%
  – Busiest grt layer: met2
  – First-pass GRT wire length: 3470000 um
  – Total GRT Usage: 34.4%
  – Initial antenna violation count: 266
  – Grt met3 use: between 30 and 40%
  – Largest net degree at the start of global routing: around 180
  – GR Util met2: about 46%
  – Vias in the first global route: about 440k
  – GR Overflow Total: 0

Synth
  – Post-synth EDFFs: between 20000 and 25000
  – Yosys chip area: 844000 um2
  – Syn Inst Count: roughly 35000
  – Distinct lib cells: about 84
  – Yosys warns: 1
  – Dominant synthesized flop cell: edfxtp_1
  – Post-Syn Area per Cell: 24.0 um2
  – Ys async rst share: 0%
  – Synth Register Bits: about 22000
  – Post-Syn Area: approximately 840000 um2
  – # Cells Yosys: 35100
  – Post-synth seq share: about four fifths

Cells and area
  – Layout cells sized above 1: about a third
  – Commonest non-fill, non-tap cells in the layout: 21800 x edfxtp_1, 6361 x mux4_2, 2397 x clkbuf_16
  – Top cell excl fill/tap: edfxtp_1
  – # fillers: ~120k
  – Area Growth Syn to Fin: 13.6%

Route
  – Drt first-iter violations: just under 30000
  – WL/cell: a little over 40 um
  – Vias: around 400k
  – Vias/cell: roughly 6.3
  – Post-route DRC: 0
  – Detailed Route WL: approximately 2500000 um
  – Pre-antenna DRT Iters: 8
  – Post-route ant nets: 1

Placed design
  – GPL Wtd Cong: roughly 0.95
  – I/O Buffers: 166
  – Post-detailed-placement half-perimeter wirelength: roughly 1500000 um

Final timing
  – Hold slack: between 0.4 and 0.5 ns
  – Slew headroom: -5.64%
  – Worst-Margin Slew: about 1.6 ns
  – Unrepaired setup endpoints after global routing: false
  – Final slew viol count: 7
  – Final min period: between 15 and 20 ns
  – Final hold viol count: 0
  – Setup TNS: 0 ns
  – Period utilisation layout: 38.4%
  – Final setup viols: 0
  – Skew final: 0.116 ns
  – Fmax: around 50 MHz

Run status
  – Status: complete, but fails checks
  – Violated checks: antenna rules, capacitance limit, slew limit

Worst hold path
  – Hold crit path type: flop to flop
  – Hold Path Depth: 2
  – Hold path start: block_valid[155]
  – Hold path endpoint: block_valid[155]

Worst setup path
  – Worst setup SP type: input port
  – Reg2Reg Launch Point: block_tag[62][15]
  – Worst reg2reg path depth: 13
  – CP Capture Type: flop
  – Crit path max fanout: just over 100
  – Worst endpoint data arrival time: 20.92 ns
  – Worst reg2reg endpoint: IC2IF_data[0]
  – R2r setup slk: roughly 45 ns
  – Critical Path RT: 52.70 ns
  – WS Path Type: input port to flop

Flow run
  – Tool Warnings: ~57
  – # Max-Cap Violations: 3
how the worst max path moves through the flow:
stage	from	to	slack [ns]	depth (start not counted)
CTS	IF2IC_addr[3]	IC2IF_data[15]	31.86	20
global route	IF2IC_addr[3]	IC2IF_data[15]	31.34	20
finish	IF2IC_addr[3]	IC2IF_data[15]	31.78	20
routing by layer:
layer / vias to the layer above / wire length (um)
li1: 158000 / -
met1: 200000 / 652000
met2: 32900 / 1150000
met3: 5194 / 595000
met4: 384 / 125000
met5: - / 12700
registers in the layout (all words and copies together) (netlist names):
register     count
block_tag     5376
IC2IF_data      32
IC_state         1
IC2MC_addr      31
block_data   16384
IC2MC_en         1
disgard          1
block_valid    256
IC2IF_en         1
stage by stage:
stage	cell area (um2)	util (%)	std cells	worst slack [ns]
floorplan	844000	-	35100	35.89
global placement	886000	52.6	57900	29.25
detailed placement	886000	52.6	57900	30.39
CTS	957000	56.8	61900	31.86
global route	958000	56.8	62300	31.34
finish	959000	56.9	62800	31.78
logic make-up (layout without fill, tap and decap cells):
logic type,count (synthesis),after routing,share of synthesized area (%)
other cells,1,815,0.000444
simple gates,1732,1732,0.897
flops,22100,22100,78.2
xor+xnor,15,15,0.0156
mux,7543,7543,18.4
compound gates,1392,1392,1.16
buf+inv,2343,6657,1.31
power by group through the flow:
stage / sequential [mW] / combinational [mW] / clock [mW]
global route: 19.7 / 2.06 / 16.7
CTS: 19.7 / 1.94 / 16.0
finish: 19.7 / 1.96 / 15.8
cells in the mapped netlist, drive strengths merged, types with 14 or more instances:
| library cell | instances | share of area, % |
|---|---|---|
| a211oi | 39 | 0.035 |
| a21oi | 154 | 0.091 |
| a221oi | 60 | 0.062 |
| a22oi | 446 | 0.40 |
| a31oi | 54 | 0.040 |
| and2 | 15 | 0.011 |
| buf | 942 | 0.69 |
| clkbuf | 1132 | 0.50 |
| dfxtp | 260 | 0.62 |
| edfxtp | 21800 | 78 |
| inv | 267 | 0.12 |
| mux2 | 80 | 0.11 |
| mux2i | 1102 | 1.3 |
| mux4 | 6361 | 17 |
| nand2 | 406 | 0.18 |
| nand2b | 21 | 0.016 |
| nand3 | 160 | 0.095 |
| nand4 | 97 | 0.072 |
| nor2 | 845 | 0.38 |
| nor2b | 31 | 0.023 |
| nor3 | 33 | 0.020 |
| nor4 | 33 | 0.026 |
| o21ai | 68 | 0.040 |
| o221ai | 54 | 0.078 |
| o22ai | 393 | 0.29 |
| or2 | 14 | 0.010 |
| or3 | 23 | 0.017 |
worst max-delay path: stages:
cell and delay [ns]:
buf_16 0.38, buf_4 0.62, buf_4 0.61, buf_4 0.62
buf_4 0.65, buf_12 0.59, buf_4 0.70, buf_4 0.65
buf_4 0.72, buf_4 0.59, buf_4 0.70, buf_4 0.71
mux4_2 0.45, mux4_2 0.50, mux4_2 0.58, mux4_2 0.49
nand2_1 0.12, nand2_1 0.12, nand4_1 0.17, o221ai_2 0.09
final cells by class:
class                   count  area (um2)  area share, %
well taps               22500       28200           2.94
multi-input cells       10700      178000           18.5
diodes                    814        2040          0.212
clock buffers            2920       62100           6.48
inverters                 269        1030          0.108
flip-flops and latches  22100      661000           68.9
clock inverters          1123        8790          0.916
repair buffers           2345       18700           1.95
Power and IR drop assume default switching activity.
