File: ./run.sh
#!/bin/bash
# OpenROAD 26Q1-2900-gdf79404cd8, Yosys 0.63+post, stock flow scripts
make -C /OpenROAD-flow-scripts/flow DESIGN_CONFIG=/design/flow/config.mk WORK_HOME=/design/flow/orfs finish
File: ./config.mk
export PLATFORM = sky130hd
export DESIGN_NAME = RF
export DESIGN_NICKNAME = RF
export VERILOG_FILES = /design/flow/design.v
export SDC_FILE = /design/flow/constraint.sdc
export NUM_CORES = 4
export LEC_CHECK = 1
export CORE_UTILIZATION = 30
File: ./constraint.sdc
current_design RF

set clk_period 16.6
set clk_io_pct 0.2

create_clock -name clk0 -period $clk_period [get_ports {clk_in}]

set non_clock_inputs [all_inputs -no_clocks]
set_input_delay [expr $clk_period * $clk_io_pct] -clock clk0 $non_clock_inputs
set_output_delay [expr $clk_period * $clk_io_pct] -clock clk0 [all_outputs]
File: ./design.v
module RF #(
    parameter REG_WIDTH = 5,
    parameter EX_REG_WIDTH = 6,  
    parameter ROB_WIDTH = 4,
    parameter EX_ROB_WIDTH = 5,
    parameter NON_REG = 1 << REG_WIDTH,
    parameter REG_SIZE = 1 << REG_WIDTH,
    parameter ROB_SIZE = 1 << ROB_WIDTH,
    parameter NON_DEP = 1 << ROB_WIDTH
)(
    input wire clk_in,
    input wire rst_in,
    input wire rdy_in,
    input wire DC2RF_en,
    input wire [EX_REG_WIDTH-1:0] DP2RF_rs1,
    input wire [EX_REG_WIDTH-1:0] DP2RF_rs2,
    input wire [EX_REG_WIDTH-1:0] DP2RF_rd,
    input wire [EX_ROB_WIDTH-1:0] DC2RF_ROB_index,
    output wire [EX_ROB_WIDTH-1:0] RF2DP_Qj,
    output wire [EX_ROB_WIDTH-1:0] RF2DP_Qk,
    output wire [31:0] RF2DP_Vj,
    output wire [31:0] RF2DP_Vk,
    input wire ROB2RF_pre_judge,
    input wire ROB2RF_en,
    input wire [ROB_WIDTH-1:0] ROB2RF_ROB_index,
    input wire [31:0] ROB2RF_value,
    input wire [EX_REG_WIDTH-1:0] ROB2RF_rd
);
reg [31:0] regfile [REG_SIZE-1:0];
reg [EX_ROB_WIDTH-1:0] dependency [ROB_SIZE-1:0];
assign RF2DP_Qj = (DP2RF_rs1!=NON_REG && ROB2RF_pre_judge && (ROB2RF_en || dependency[DP2RF_rs1]==ROB2RF_ROB_index))? dependency[DP2RF_rs1] : NON_DEP;
assign RF2DP_Qk = (DP2RF_rs2!=NON_REG && ROB2RF_pre_judge && (ROB2RF_en || dependency[DP2RF_rs2]==ROB2RF_ROB_index))? dependency[DP2RF_rs2] : NON_DEP;
assign RF2DP_Vj = (DP2RF_rs1==NON_REG) ? 0 : 
                    ((ROB2RF_en && dependency[DP2RF_rs1]==ROB2RF_ROB_index) ? ROB2RF_value : 
                        ((dependency[DP2RF_rs1]==NON_DEP) ? regfile[DP2RF_rs1] : 0));
assign RF2DP_Vk = (DP2RF_rs2==NON_REG) ? 0 :
                    ((ROB2RF_en && dependency[DP2RF_rs2]==ROB2RF_ROB_index) ? ROB2RF_value : 
                        ((dependency[DP2RF_rs2]==NON_DEP) ? regfile[DP2RF_rs2] : 0));
integer i;
always @(posedge clk_in) begin
    if (rst_in) begin
        for (i=0; i<REG_SIZE; i=i+1) begin
            regfile[i] <= 0;
            dependency[i] <= NON_DEP;
        end
    end else if (rdy_in) begin
        if (!ROB2RF_pre_judge) begin
            for (i=0; i<REG_SIZE; i=i+1) begin
                dependency[i] <= NON_DEP;
            end
        end else begin
            if (ROB2RF_en && ROB2RF_rd != NON_REG && ROB2RF_rd != 0) begin
                regfile[ROB2RF_rd] <= ROB2RF_value;
                if (dependency[ROB2RF_rd] == ROB2RF_ROB_index) begin
                    dependency[ROB2RF_rd] <= NON_DEP;
                end
            end
            if (DC2RF_en && DC2RF_ROB_index != NON_REG && DC2RF_ROB_index != 0) begin
                dependency[ROB2RF_rd] <= DC2RF_ROB_index;
            end
        end
    end
end
endmodule
==> results_dict.tcl <==
# collected from the flow reports
set metrics [dict create \
    holdPathEnd "dependency[10][4]" \
    setup_violations 0 \
    cts_sinks 1104 \
    nFillCells 18380 \
    min_path_cells 5 \
    core-area_um2 198000 \
    fin_worst_skew_ps 13.00 \
    yosys-top-cells-area "edfxtp_1, mux4_2, and2_1, clkbuf_1, mux2i_1" \
    period_used_pct 69.35 \
    numCtsBuffers 117 \
    cp-start-kind "input port" \
    ioPinCount 145 \
    cts.clk_slew.worst_paths_ps 60 \
    switchingPower_uw 1653 \
    die_h_um 449.5 \
    p_clk_share_pct 37.9 \
    seq_area_frac_synth_pct 55.19 \
    power_leakage_uw 0.02248 \
    max_freq_mhz 86.87 \
    hold_viol 0 \
    rsz0062_at_grt "no" \
    dp_slack_ps 5003 \
    pwr-share-seq_pct 49.6 \
    ys_ff 1104 \
    lay_top_cells "edfxtp_1, and2_1, mux4_2, buf_4, clkdlybuf4s50_1" \
    placed_area_um2 64720 \
    yosys_area_um2 60070 \
    wl_um 203700 \
    worstHoldStart "dependency[8][2]" \
    critPathRequiredTime_ps 13280 \
    synth_top_area_share_pct 55.19 \
    fin_crit_ps 11510 \
    ant_nets 0 \
    core_util_floorplan_pct 30.33 \
    syn_to_final_growth_pct 13.76 \
    clk_latency_ps 760 \
    grt_remaining_overflow 0 \
    grt_pass1_wl_um 286600 \
    async_reset_ff_share_pct 0 \
    ys_warn_count 1 \
    drv_cap 0 \
    cts_buffer_depth 3 \
    place_congestion 0.9009 \
    final_area_um2 68330 \
    fin_setup_tns_ps 0 \
    hp-class "reg -> reg" \
    switching_share_pct 24.91 \
    ir_drop_mv 0.08895 \
    critPathArrivalTime_ps 8190 \
    internal_power_uw 4983 \
    ys_types 55 \
    top_area_cell "edfxtp_1" \
    cp-end-kind "primary output" \
    first_iter_violations 2177 \
    hpwl_um 117300 \
    synthesis.area_um2 60070 \
    fin_ws_ps 5089 \
    ys_cells 3727 \
    relSlewSlack_pct 33.10 \
    hold_buffers 0 \
    edf_count 1104 \
    power_density_nw_per_um2 97.11 \
    htreeDepth 3 \
    num_rows 163 \
    tool_warnings 33 \
    combPwrFrac_pct 12.5 \
    dieArea_um2 202000 \
    r2r-start "dependency[11][3]" \
    total_power_uw 6636 \
    path_class "in -> out" \
    grt_pass1_vias 38810 \
    mostFrequentLayoutCell "edfxtp_1" \
    cts_setup_buffers 0 \
    track_usage_pct 21.58 \
    num_vias 35210 \
    r2r_cells 8 \
    drt-pass1-iter-count 5 \
    reg2reg_setup_slack_ps 12790 \
    avgSynthCellArea_um2 16.12 \
    synthesis.instances 3727 \
    drive_above_1_share_pct 27.80 \
    cts_resized 0 \
    numPortBuffers 137 \
    viasPerCell 5.398 \
    drv_slew 0 \
    cts_root_buf "clkbuf_16" \
    drcViolationCount 0 \
    crit_start "DP2RF_rs2[1]" \
    ff_type "edfxtp_1" \
    worst_pin_slew_ps 993.0 \
    cts_tree "built" \
    worst-path-max-fanout 57 \
    r2r_end "dependency[12][4]" \
    die_w_um 449.5 \
    grt_antenna_before_repair 9 \
    wl_per_cell_um 31.24 \
    grt_max_degree 66 \
    status "complete, no violations" \
]
[power groups by stage]
stage | Clock (µW) | Sequential (µW) | Combinational (µW)
finish | 2520 | 3290 | 829
global route | 2650 | 3310 | 872
CTS | 2550 | 3290 | 833
[cell usage after synthesis (all sizes together) (3+ instances only)]
cell / number
edfxtp: 1104
and2: 994
mux4: 677
clkbuf: 309
mux2i: 115
nor2: 110
buf: 88
o2bb2ai: 64
nand2: 43
or2: 38
o21ai: 30
a221oi: 20
a21oi: 16
inv: 11
nand3: 10
nor3: 9
and3: 8
nand2b: 8
a22oi: 7
nor2b: 7
xnor2: 7
mux2: 6
o221ai: 6
nand4: 4
xor2: 4
a2111oi: 3
nor3b: 3
o21a: 3
[sequential cells by signal, summed over array words and instances, names as in the netlist]
name and count:
dependency 80, regfile 1024
[routing by layer]
metal  vias up  track usage (%)  routed length (µm)
met4        30            6.309                7900
met5         -            4.190                1235
met2      2378            33.06               96410
li1      14700                -                   -
met1     17650            23.05               64110
met3       447            16.01               34070
[worst max path at each step]
stage	endpoint	slack, ps	cells after the start
CTS	RF2DP_Vj[17]	4990	9
finish	RF2DP_Vk[0]	5090	10
global route	RF2DP_Vj[17]	4830	9
[cell families (layout without fill, tap and decap cells)]
group | after synthesis | count (layout) | share of synthesized area (%)
simple gates | 1241 | 1241 | 12.27
buf+inv | 408 | 521 | 2.858
other cells | 1 | 43 | 0.006243
mux | 798 | 798 | 27.45
xor+xnor | 11 | 11 | 0.1604
flops | 1104 | 1104 | 55.19
compound gates | 164 | 164 | 2.066
[cell type report]
class	instances	area (µm²)	area share [%]
flip-flops and latches	1104	33150	48.51
multi-input cells	2246	25540	37.38
well taps	2640	3303	4.834
clock buffers	143	3025	4.427
repair buffers	303	2669	3.906
clock inverters	64	565.5	0.8276
inverters	11	47.55	0.06958
diodes	11	27.53	0.04028
[through the flow]
stage	util, %	hold slack, ps	instances
final	34.51	1460	6522
after global routing	34.49	1581	6511
after CTS	34.49	1435	6511
after detailed placement	32.68	1397	6304
after global placement	32.68	1398	6304
after floorplan	-	1317	3758
[critical path: stages]
cell	delay (ps)
buf_8	380
buf_4	570
mux4_2	460
a22oi_1	400
a2111oi_0	250
nor4_1	410
and3_2	760
buf_4	510
o2bb2ai_1	420
clkdlybuf4s50_1	600
Power is estimated from default activity; no workload was simulated.
