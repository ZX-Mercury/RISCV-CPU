--- design.v ---
module DC #(
    parameter ADDR_WIDTH = 32,
    parameter REG_WIDTH = 5,
    parameter LUI     =7'b0000001,
    parameter AUIPC   =7'b0000010,
    parameter JAL     =7'b0000011,
    parameter JALR    =7'b0000100,
    parameter BEQ     =7'b0000101,
    parameter BNE     =7'b0000110,
    parameter BLT     =7'b0000111,
    parameter BGE     =7'b0001000,
    parameter BLTU    =7'b0001001,
    parameter BGEU    =7'b0001010,
    parameter LB      =7'b0001011,
    parameter LH      =7'b0001100,
    parameter LW      =7'b0001101,
    parameter LBU     =7'b0001110,
    parameter LHU     =7'b0001111,
    parameter SB      =7'b0010000,
    parameter SH      =7'b0010001,
    parameter SW      =7'b0010010,
    parameter ADDI    =7'b0010011,
    parameter SLTI    =7'b0010100,
    parameter SLTIU   =7'b0010101,
    parameter XORI    =7'b0010110,
    parameter ORI     =7'b0010111,
    parameter ANDI    =7'b0011000,
    parameter SLLI    =7'b0011001,
    parameter SRLI    =7'b0011010,
    parameter SRAI    =7'b0011011,
    parameter ADD     =7'b0011100,
    parameter SUB     =7'b0011101,
    parameter SLL     =7'b0011110,
    parameter SLT     =7'b0011111,
    parameter SLTU    =7'b0100000,
    parameter XOR     =7'b0100001,
    parameter SRL     =7'b0100010,
    parameter SRA     =7'b0100011,
    parameter OR      =7'b0100100,
    parameter AND     =7'b0100101 
) (
    input wire          clk_in,  
    input wire          rst_in,  
    input wire          rdy_in,  
    input wire IF2DC_en,
    input wire [ADDR_WIDTH-1:0]   IF2DC_pc,
    input wire [6:0]   IF2DC_opcode,
    input wire [31:7]  IF2DC_exop,
    output wire DC2IF_query_inst,
    input wire DP2DC_query_inst,
    output wire DC2DP_en,
    output wire [ADDR_WIDTH-1:0] DC2DP_pc,
    output wire [6:0]   DC2DP_opcode,
    output wire [REG_WIDTH-1:0]  DC2DP_rs1,
    output wire [REG_WIDTH-1:0]  DC2DP_rs2,
    output wire [REG_WIDTH-1:0]  DC2DP_rd,
    output wire [31:0]  DC2DP_imm
);
assign DC2DP_en = IF2DC_en;
assign DC2DP_pc = IF2DC_pc;
assign DC2DP_opcode =   (IF2DC_opcode==7'b0110111) ? LUI :
                        (IF2DC_opcode==7'b0010111) ? AUIPC :
                        (IF2DC_opcode==7'b1101111) ? JAL :
                        (IF2DC_opcode==7'b1100111) ? JALR :
                        (IF2DC_opcode==7'b1100011) ? ((IF2DC_exop[14:12]==3'b000) ? BEQ :
                                                    (IF2DC_exop[14:12]==3'b001) ? BNE :
                                                    (IF2DC_exop[14:12]==3'b100) ? BLT :
                                                    (IF2DC_exop[14:12]==3'b101) ? BGE :
                                                    (IF2DC_exop[14:12]==3'b110) ? BLTU : BGEU) :
                        (IF2DC_opcode==7'b0000011) ? ((IF2DC_exop[14:12]==3'b000) ? LB :
                                                    (IF2DC_exop[14:12]==3'b001) ? LH :
                                                    (IF2DC_exop[14:12]==3'b010) ? LW :
                                                    (IF2DC_exop[14:12]==3'b100) ? LBU : LHU) :
                        (IF2DC_opcode==7'b0100011) ? ((IF2DC_exop[14:12]==3'b000) ? SB :
                                                    (IF2DC_exop[14:12]==3'b001) ? SH : SW) :
                        (IF2DC_opcode==7'b0010011) ? ((IF2DC_exop[14:12]==3'b000) ? ADDI :
                                                    (IF2DC_exop[14:12]==3'b010) ? SLTI :
                                                    (IF2DC_exop[14:12]==3'b011) ? SLTIU :
                                                    (IF2DC_exop[14:12]==3'b100) ? XORI :
                                                    (IF2DC_exop[14:12]==3'b110) ? ORI :
                                                    (IF2DC_exop[14:12]==3'b111) ? ANDI :
                                                    (IF2DC_exop[14:12]==3'b001 && IF2DC_exop[30]==0) ? SLLI : SRAI) : 
                        (IF2DC_opcode==7'b0110011) ? ((IF2DC_exop[14:12]==3'b000 && IF2DC_exop[30]==0) ? ADD :
                                                    (IF2DC_exop[14:12]==3'b000 && IF2DC_exop[30]==1) ? SUB :
                                                    (IF2DC_exop[14:12]==3'b001) ? SLL :
                                                    (IF2DC_exop[14:12]==3'b010) ? SLT :
                                                    (IF2DC_exop[14:12]==3'b011) ? SLTU :
                                                    (IF2DC_exop[14:12]==3'b100) ? XOR :
                                                    (IF2DC_exop[14:12]==3'b110) ? OR :
                                                    (IF2DC_exop[14:12]==3'b111) ? AND :
                                                    (IF2DC_exop[14:12]==3'b101 && IF2DC_exop[30]==0) ? SRL : SRA) : 0;
assign DC2DP_rs1 = IF2DC_exop[19:15];
assign DC2DP_rs2 = IF2DC_exop[24:20];
assign DC2DP_rd = IF2DC_exop[11:7];
assign DC2DP_imm = (DC2DP_opcode == LUI || DC2DP_opcode == AUIPC) ? {IF2DC_exop[31:12], 12'b0} :
                    (DC2DP_opcode == JAL)? {IF2DC_exop[31], IF2DC_exop[19:12], IF2DC_exop[20], IF2DC_exop[30:21], 1'b0} :
                    (DC2DP_opcode == JALR)? {IF2DC_exop[31:20], 12'b0} :  
                    (DC2DP_opcode == BEQ || DC2DP_opcode == BNE || DC2DP_opcode == BLT || DC2DP_opcode == BGE || DC2DP_opcode == BLTU || DC2DP_opcode == BGEU)? {IF2DC_exop[31], IF2DC_exop[7], IF2DC_exop[30:25], IF2DC_exop[11:8], 1'b0} :
                    (DC2DP_opcode == LB || DC2DP_opcode == LH || DC2DP_opcode == LW || DC2DP_opcode == LBU || DC2DP_opcode == LHU) ? {IF2DC_exop[31:20]} :
                    (DC2DP_opcode == SB || DC2DP_opcode == SH || DC2DP_opcode == SW) ? {IF2DC_exop[31:25], IF2DC_exop[11:7]} :
                    (DC2DP_opcode == ADDI || DC2DP_opcode == SLTI || DC2DP_opcode == SLTIU || DC2DP_opcode == XORI || DC2DP_opcode == ORI || DC2DP_opcode == ANDI) ? {IF2DC_exop[31:20]} :
                    (DC2DP_opcode == SLLI || DC2DP_opcode == SRLI || DC2DP_opcode == SRAI) ? {IF2DC_exop[24:20]} :
                    32'b0;
assign DC2IF_query_inst = DP2DC_query_inst;
endmodule
--- run.sh ---
#!/bin/bash
# OpenROAD 26Q1-2900-gdf79404cd8, Yosys 0.63+post, stock flow scripts
make -C /OpenROAD-flow-scripts/flow DESIGN_CONFIG=/design/flow/config.mk WORK_HOME=/design/flow/orfs finish
--- config.mk ---
export PLATFORM = sky130hd
export DESIGN_NAME = DC
export DESIGN_NICKNAME = DC
export VERILOG_FILES = /design/flow/design.v
export SDC_FILE = /design/flow/constraint.sdc
export NUM_CORES = 4
export LEC_CHECK = 1
export CORE_AREA = 10 10 88 88
export DIE_AREA = 0 0 98 98
--- constraint.sdc ---
current_design DC

set clk_period 6.4
set clk_io_pct 0.2

create_clock -name clk0 -period $clk_period

set non_clock_inputs [all_inputs -no_clocks]
set_input_delay [expr $clk_period * $clk_io_pct] -clock clk0 $non_clock_inputs
set_output_delay [expr $clk_period * $clk_io_pct] -clock clk0 [all_outputs]
==> results_tabular.tex <==
% Auto-generated results table
\begin{tabular}{lr}
\hline
Metric & Value \\
\hline
\multicolumn{2}{l}{\textbf{Status}} \\
Status & complete, no violations \\
\multicolumn{2}{l}{\textbf{Critical path}} \\
Critical-path top delay cell & sky130\_fd\_sc\_hd\_\_clkdlybuf4s50\_1 \\
Crit-path most repeated cell & sky130\_fd\_sc\_hd\_\_clkdlybuf4s50\_1 \\
Top fanout value on the critical path & 13 \\
Worst Setup End Kind & primary output \\
Setup CP Type & input port to primary output \\
Series of cell instances along the critical path & clkdlybuf4s50\_1, nor2b\_4, nand2\_2, nor3\_1, nand2b\_1, o21ai\_1, nand3\_2, a21boi\_1, clkdlybuf4s50\_1 \\
Critical path data required time & 5120 ps \\
Buffer-and-inverter tally for the worst setup path & 2 \\
Worst endpoint data arrival time & 4210 ps \\
Kind of start point of the critical path & input port \\
Crit-path leading delay family & simple AND/OR/NAND/NOR gates \\
Maximum single-stage delay on the critical path & 690 ps \\
\multicolumn{2}{l}{\textbf{Route}} \\
\# diodes & 0 \\
Detail-routed net length per standard cell & 17.0 um \\
\# DRC & 0 \\
1st-pass router iterations & 4 \\
Detailed-route vias per instance & 4.87 \\
Detailed Route WL & 4820 um \\
Number of nets with antenna violations after detailed routing & 0 \\
Drt initial violations & 107 \\
Number of vias in the routed layout & 1377 \\
\multicolumn{2}{l}{\textbf{Die}} \\
Area of the core & 5920 um2 \\
Overall chip area & 9600 um2 \\
Width of the chip & 98 um \\
Die boundary height & 98 um \\
FP Core Util & 21.2\% \\
Standard-cell row count & 28 \\
Number of ports placed on the die boundary & 157 \\
\multicolumn{2}{l}{\textbf{Power}} \\
Power Dens Cells & 39.2 nW/um2 \\
Static Leak & 0.623 nW \\
IR Drop Worst-Case VDD & 0.0000243 V \\
\multicolumn{2}{l}{\textbf{Finish}} \\
Layout sequential cell count & 0 \\
\# clk buffers & 0 \\
Final cell count without fillers & 283 \\
Commonest cells after routing, fill and taps aside & 85 x sky130\_fd\_sc\_hd\_\_clkdlybuf4s50\_1, 15 x sky130\_fd\_sc\_hd\_\_a22o\_1, 12 x sky130\_fd\_sc\_hd\_\_nor2\_1, 9 x sky130\_fd\_sc\_hd\_\_and2\_1 \\
Most common library cell in the layout ignoring fill and taps & sky130\_fd\_sc\_hd\_\_clkdlybuf4s50\_1 \\
Proportion of layout cells with a drive suffix above 1 & 6.25\% \\
Final design utilization & 30.1\% \\
Area used by sequential logic in the layout & 0 um2 \\
Area Overhead vs Synth & 42.5\% \\
\multicolumn{2}{l}{\textbf{STA}} \\
Max Clk Rate & 0.182 GHz \\
Time the final worst path needs with I/O delays and setup & 5490 ps \\
Worst-case headroom to the max-slew limit & 37.0\% \\
Unrepaired setup endpoints after global routing & false \\
Setup violation total in the final timing report & 0 \\
Final slew viol count & 0 \\
Final Hold Viols & 0 \\
Portion of the clock cycle consumed by the worst path in the final layout & 85.7\% \\
Total negative slack for setup checks & 0 ps \\
Slew at the pin closest to its max-slew limit & 939 ps \\
\multicolumn{2}{l}{\textbf{Clocking}} \\
Post-CTS repair timing setup buffer count & 0 \\
CTS Hold Buffers Added & 0 \\
Count of cells resized by post-cts repair & 0 \\
\multicolumn{2}{l}{\textbf{Synthesis}} \\
Number of synthesis warnings & 0 \\
Post-synthesis cell count from yosys & 180 \\
Area reported by Yosys stat & 1250 um2 \\
Area fraction in and, or, nand and nor cells & 24.0\% \\
Fraction of synthesized area in multiplexers & 0.799\% \\
Ao+oa area frac & 35.5\% \\
Yosys cell types & 48 \\
Synthesized-area fraction occupied by xor and xnor cells & 2.70\% \\
Adder-cell share of the synthesized area & 0.799\% \\
Synthesized area per cell & 6.96 um2 \\
Syn Inst Count & 180 \\
Cell Area, Synth & 1250 um2 \\
Register share after synthesis & 0\% \\
Largest combinational cell category by area & buffers and inverters \\
\multicolumn{2}{l}{\textbf{Placement}} \\
Detailed-placement wirelength estimate & 3970 um \\
Placer's final routability congestion estimate & 0.840 \\
Total instance count after detailed placement & 283 \\
I/O Buffers & 85 \\
\multicolumn{2}{l}{\textbf{Worst hold path}} \\
Hold depth & 0 \\
Worst-case hold path end point & DC2DP\_en \\
Class of the tightest hold or removal check & input port to primary output \\
Origin of the worst min-delay path & IF2DC\_en \\
\multicolumn{2}{l}{\textbf{Global route}} \\
Overflow left after global routing & 0 \\
Via count of the first global-routing pass & 1376 \\
First-pass GRT wire length & 7670 um \\
Pin count of the biggest net entering global routing & 16 \\
Number of antenna violations at the first check in global routing & 0 \\
Overall Global Routing Usage & 9.30\% \\
\multicolumn{2}{l}{\textbf{Run}} \\
Total number of warnings across the stage logs & 35 \\
Max-cap violations & 0 \\
\hline
\end{tabular}
==> synthesized netlist by cell type (all sizes together) (2+ instances only) <==
| master | instances | area (um2) |
|---|---|---|
| o311ai | 2 | 17.5 |
| inv | 6 | 22.5 |
| a21o | 3 | 22.5 |
| xnor2 | 2 | 25.0 |
| or4 | 2 | 18.8 |
| a22o | 15 | 131 |
| clkbuf | 2 | 7.51 |
| nor2 | 12 | 45.0 |
| o31a | 2 | 17.5 |
| nor4 | 3 | 46.3 |
| o211ai | 2 | 15.0 |
| and2 | 9 | 56.3 |
| a21boi | 7 | 52.6 |
| nand2 | 9 | 36.3 |
| o221ai | 2 | 17.5 |
| buf | 57 | 420 |
| a211oi | 2 | 15.0 |
| o21ai | 10 | 50.1 |
| nand3 | 3 | 20.0 |
| nor3 | 6 | 30.0 |
| a21oi | 7 | 38.8 |
==> power by group <==
part | internal (W) | switching [W]
registers | 0 | 0
logic | 0.0000405 | 0.0000294
clock network | 0 | 0
==> kinds of logic (layout without fill, tap and decap cells) <==
kind of cell | Yosys count | count (layout)
muxes | 1 | 1
AOI/OAI and AO/OA | 60 | 60
adders and majority gates | 1 | 1
buffers and inverters | 65 | 93
other | 1 | 1
and+or+nand+nor | 49 | 49
xor gates and xnor gates | 3 | 3
==> stage by stage <==
stage                     setup slack (ps)  hold WS, ps  total power (W)  area [um2]
after CTS                              914         2560        0.0000705        1780
after global placement                 932         2560        0.0000704        1780
after floorplan                       2580         2610        0.0000439        1250
final                                  913         2560        0.0000699        1780
after detailed placement               944         2560        0.0000701        1780
after global routing                   713         2560        0.0000767        1780
==> cell type report <==
cell class	count	area (um2)
multi-input combinational	115	802
tap	75	93.8
timing repair buffer	87	866
fill	646	4140
inverter	6	22.5
==> layer usage <==
layer	routed length, um	GRT usage [%]
met1	2040	11.3
met4	24	0.559
met2	2250	16.0
met5	0	0
met3	511	3.34
==> worst max-delay path by stage <==
stage / startpoint / cells past startpoint / slack, ps / to
finish: IF2DC_opcode[4] / 9 / 910 / DC2DP_imm[9]
global route: IF2DC_opcode[4] / 9 / 710 / DC2DP_imm[9]
CTS: IF2DC_opcode[4] / 9 / 910 / DC2DP_imm[8]
Power is estimated from default activity; no workload was simulated.
